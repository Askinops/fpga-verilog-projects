[run.sh]
#!/bin/bash
# OpenROAD 26Q1-2900-gdf79404cd8, Yosys 0.63+post, stock flow scripts
make -C /OpenROAD-flow-scripts/flow DESIGN_CONFIG=/design/flow/config.mk WORK_HOME=/design/flow/orfs finish
[config.mk]
export PLATFORM = sky130hd
export DESIGN_NAME = fifo
export DESIGN_NICKNAME = fifo
export VERILOG_FILES = /design/flow/design.v
export SDC_FILE = /design/flow/constraint.sdc
export NUM_CORES = 4
export LEC_CHECK = 1
export CORE_AREA = 10 10 78 78
export DIE_AREA = 0 0 88 88
[constraint.sdc]
current_design fifo

set clk_period 1.8
set clk_io_pct 0.2

create_clock -name clk0 -period $clk_period [get_ports {clk}]

set non_clock_inputs [all_inputs -no_clocks]
set_input_delay [expr $clk_period * $clk_io_pct] -clock clk0 $non_clock_inputs
set_output_delay [expr $clk_period * $clk_io_pct] -clock clk0 [all_outputs]
[design.v]
`timescale 1ns / 1ps
module fifo
#(parameter B = 8, W = 4)   
(
    input wire clk,
    input wire reset,
    input wire rd, wr,
    input wire [B-1:0] w_data,
    output wire empty, full,
    output wire [B-1:0] r_data
);
    reg [B-1:0] array_reg [2**W-1:0];
    reg [W-1:0] w_ptr_reg, w_ptr_next, w_ptr_succ;
    reg [W-1:0] r_ptr_reg, r_ptr_next, r_ptr_succ;
    reg full_reg, empty_reg;
    reg full_next, empty_next;
    wire wr_en;
    integer i;
    always @(posedge clk)
        if (wr_en)
            array_reg[w_ptr_reg] <= w_data;
    assign r_data = array_reg[r_ptr_reg];
    assign wr_en = wr & ~full_reg;
    always @(posedge clk or posedge reset)
    begin
        if (reset) begin
            w_ptr_reg <= 0;
            r_ptr_reg <= 0;
            full_reg <= 1'b0;
            empty_reg <= 1'b1;
            for (i = 0; i < 2**W; i = i + 1)
                array_reg[i] <= {B{1'b0}};
        end
        else begin
            w_ptr_reg <= w_ptr_next;
            r_ptr_reg <= r_ptr_next;
            full_reg  <= full_next;
            empty_reg <= empty_next;
        end
    end
    always @* begin
        w_ptr_succ = w_ptr_reg + 1;
        r_ptr_succ = r_ptr_reg + 1;
        w_ptr_next = w_ptr_reg;
        r_ptr_next = r_ptr_reg;
        full_next = full_reg;
        empty_next = empty_reg;
        case ({wr, rd})
            2'b00: ;  
            2'b01:  
                if (~empty_reg) begin
                    r_ptr_next = r_ptr_succ;
                    full_next = 1'b0;
                    if (r_ptr_succ == w_ptr_reg)
                        empty_next = 1'b1;
                end
            2'b10:  
                if (~full_reg) begin
                    w_ptr_next = w_ptr_succ;
                    empty_next = 1'b0;
                    if (w_ptr_succ == r_ptr_reg)
                        full_next = 1'b1;
                end
            2'b11: begin  
                w_ptr_next = w_ptr_succ;
                r_ptr_next = r_ptr_succ;
            end
        endcase
    end
    assign full = full_reg;
    assign empty = empty_reg;
endmodule
==> results.cfg <==
; yosys + openroad results
[detailed_routing]
ant_nets = 0
insertedDiodeCount = 0
dr.pass1.iters = 3
drc_errors = 0
avgRoutedWirePerCell_um = 9.07
drt_iter0_markers = 29
drt_wl_total_um = 1140
post_drt_via_cell_ratio = 3.42
vias = 431

[worst_setup_path]
reg2reg_to = empty_reg
cp_max_fo = 4
path_cells = clkdlybuf4s50_1 > inv_1 > ha_1 > a211oi_2 > mux2_2
critPathTopFamily = buffers and inverters
worst-r2r-cell-count = 4
r2r-start = r_ptr_reg[0]
path_class = input port to register
regToRegSetupSlack_ns = 0.44
worstPathArrival_ns = 1.88
cp-end-kind = register
crit_buf_inv = 2
start_kind = input port
cp_slowest_stage_delay_ns = 0.48
critical_path_required_ns = 1.92
crit_slowest_cell = clkdlybuf4s50_1
cp_num_cells = 5

[yosys]
synth_area_um2 = 687
top_area_cell = dfrtp_1
ff_type = dfrtp_1
synth_cells = 63
ys_seq_share_pct = 36.6
topCellsByArea = dfrtp_1 33%, xnor2_1 13%, ha_1 9.1%
common_cells = 10 x xnor2_1, 9 x dfrtp_1, 8 x buf_4
synth.most_common_cell = xnor2_1
yosysTopAreaCellShare_pct = 32.8
yosysWarnings = 258
ys_types = 24
ys_area_um2 = 687
postSynthAreaPerCell_um2 = 10.9
async_flop_share_pct = 100
synth-edff-count = 0
ys_cells = 63
synth_flops = 10

[sta]
min_period_ns = 1.76
max_freq_ghz = 0.567
whs_ns = 0.397
maxSlewViolCount = 0
fin_skew_ns = 0.00602
setup_viol = 0
setup_tns_ns = 0
fin_crit_sh_pct = 98.0
rsz0062_at_grt = yes
finalHoldViolations = 0

[clock_network]
cts_setup_buffers = 0
cts.repair.resized = 0
cts-root-buf = clkbuf_8
clk-insertion-delay-late_ns = 0.23
htreeDepth = 1
ctsHoldBuffers = 0
clk_pin_slew_worst_paths_ns = 0.05
cts_tree = done
cts_sinks = 10
cts_max_path_buffers = 2
cts_buffers = 3

[grt]
grt_max_degree = 11
grt_first_pass_wirelength_um = 1990
overflow = 0
antenna_found_initial = 0
grt_usage_pct = 3.16
grt_pass1_vias = 467

[floorplan]
die_area_mm2 = 0.00774
core.rowCount = 24
fp.dieW_um = 88
die_h_um = 88
ios = 22
initial_core_util_pct = 15.6
core_mm2 = 0.00441

[power]
p_switching_mw = 0.489
power.internal_mw = 0.937
p_sw_share_pct = 34.3
ir_worst_vdd_v = 0.000466
clockPowerShare_pct = 19.3
seqPwrFrac_pct = 36.1
comb_power_share_pct = 44.6
powerDensity_mw_per_mm2 = 1680
p_leak_nw = 0.355

[placed_design]
hpwl_um = 965
port_buffers = 5
dp.cells = 122
gp_congestion = 0.846

[run]
drv_cap = 0
tool_warnings = 36

[hold_path]
hold_class = input port to async pin

[run_status]
status = finished, final reports clean

[finish]
layout-drive-gt1-share_pct = 18.9
fin_cells = 126
area_growth_pct = 23.5
==> power by group through the flow <==
stage / logic, mW / clock network [mW] / registers (mW)
6_report: 0.636 / 0.276 / 0.515
5_1_grt: 0.716 / 0.306 / 0.539
4_1_cts: 0.648 / 0.285 / 0.516
==> layout by cell type (no fill, tap or decap), drive strengths merged <==
cell type | synthesis | final
xnor2 | 10 | 10
dfrtp | 9 | 9
conb | 1 | 8
ha | 5 | 5
clkdlybuf4s50 | 0 | 5
inv | 4 | 4
clkbuf | 0 | 4
buf | 9 | 4
xor2 | 4 | 4
nand2 | 3 | 3
a211oi | 3 | 3
mux2 | 2 | 2
nand3 | 2 | 2
nand4 | 2 | 2
xnor3 | 1 | 1
a21boi | 1 | 1
a41oi | 1 | 1
nand2b | 1 | 1
a21oi | 1 | 1
nand3b | 1 | 1
o21ai | 1 | 1
o31ai | 1 | 1
dfstp | 1 | 1
==> logic make-up (layout without fill, tap and decap cells) <==
logic type / count (synthesis) / count (layout) / share of synthesized area (%)
AOI/OAI and AO/OA: 8 / 8 / 9.65
muxes: 2 / 2 / 3.28
adders and majority gates: 5 / 5 / 9.11
DFF: 10 / 10 / 36.6
buffers and inverters: 13 / 17 / 11.7
xor gates and xnor gates: 15 / 15 / 22.2
other: 1 / 8 / 0.546
and+or+nand+nor: 9 / 9 / 6.92
==> cell type report <==
cell class                      instances  area (µm²)
Tap cell                               52        65.1
Inverter                                4        15.0
Timing Repair Buffer                    9        80.1
Multi-Input combinational cell         47         382
Sequential cell                        10         251
Fill cell                             464        3570
Clock buffer                            4        55.1
==> worst max path at each step <==
stage         start            to  slack (ns)
CTS              rd  w_ptr_reg[1]        0.03
global route     rd  w_ptr_reg[1]      -0.001
finish           rd  r_ptr_reg[1]        0.04
==> routing by layer <==
layer | vias up | track usage [%] | part of all wire, %
li1 | 218 | - | -
met1 | 199 | 3.72 | 44
met2 | 12 | 4.83 | 45
met3 | 2 | 2.06 | 9.5
met4 | 0 | 0.435 | 0.79
met5 | - | 0 | 0
==> stage by stage <==
| step | area, µm² | total power, mW | util [%] | setup slack, ns |
|---|---|---|---|---|
| after floorplan | 713 | 1.02 | - | 0.360 |
| after global placement | 793 | 1.14 | 18.0 | -0.191 |
| after detailed placement | 793 | 1.16 | 18.0 | -0.212 |
| after CTS | 848 | 1.45 | 19.2 | 0.0310 |
| after global routing | 848 | 1.56 | 19.2 | -0.00127 |
| final | 848 | 1.43 | 19.2 | 0.0357 |
Power and IR drop assume default switching activity.
