==> flow/design.v <==
`timescale 1ns / 1ps
module hex_to_7segg(
    input wire [3:0] hex,     
    input wire dp,            
    output reg [7:0] sseg     
);
    always @* begin
        case(hex)
            4'h0: sseg = 8'b11000000;  
            4'h1: sseg = 8'b11111001;  
            4'h2: sseg = 8'b10100100;  
            4'h3: sseg = 8'b10110000;  
            4'h4: sseg = 8'b10011001;  
            4'h5: sseg = 8'b10010010;  
            4'h6: sseg = 8'b10000010;  
            4'h7: sseg = 8'b11111000;  
            4'h8: sseg = 8'b10000000;  
            4'h9: sseg = 8'b10010000;  
            4'hA: sseg = 8'b10001000;  
            4'hB: sseg = 8'b10000011;  
            4'hC: sseg = 8'b11000110;  
            4'hD: sseg = 8'b10100001;  
            4'hE: sseg = 8'b10000110;  
            4'hF: sseg = 8'b10001110;  
            default: sseg = 8'b11111111;  
        endcase
        sseg[7] = dp ? 1'b0 : 1'b1;
    end
endmodule
`timescale 1ns / 1ps
module rotating_banner(
    input wire clk, reset, en,dir,
    output wire [3:0] an,
    output wire [7:0] sseg
    );
    parameter N=4;  
    parameter max_pos = 6;  
    wire tick;
    tick_generator #(.N(N)) tick_gen_unit (
        .clk(clk),
        .reset(reset),
        .tick(tick)
    );
    wire [2:0] pos;
    scroll_controller #(.max_pos(max_pos)) scroll_controller(
        .clk(clk),
        .reset(reset),
        .en(en),
        .dir(dir),
        .tick(tick),
        .pos(pos)
    );
    reg [3:0] message[0:9];
    initial begin
        message[0] = 4'd0;
        message[1] = 4'd1;
        message[2] = 4'd2;
        message[3] = 4'd3;
        message[4] = 4'd4;
        message[5] = 4'd5;
        message[6] = 4'd6;
        message[7] = 4'd7;
        message[8] = 4'd8;
        message[9] = 4'd9;
    end
    wire [3:0] hex0, hex1, hex2, hex3;
    assign hex0 = message[pos];
    assign hex1 = message[pos + 1];
    assign hex2 = message[pos + 2];
    assign hex3 = message[pos + 3];
    wire [7:0] seg0, seg1, seg2, seg3;
    hex_to_7segg seg_unit0 (.hex(hex0), .dp(1'b0), .sseg(seg0));
    hex_to_7segg seg_unit1 (.hex(hex1), .dp(1'b0), .sseg(seg1));
    hex_to_7segg seg_unit2 (.hex(hex2), .dp(1'b0), .sseg(seg2));
    hex_to_7segg seg_unit3 (.hex(hex3), .dp(1'b0), .sseg(seg3));
    disp_mux display_unit (
        .clk(clk),
        .reset(reset),
        .in3(seg3),
        .in2(seg2),
        .in1(seg1),
        .in0(seg0),
        .dp_in(4'b0000),    
        .an(an),
        .sseg(sseg)
    );
endmodule
`timescale 1ns / 1ps
module scroll_controller#(parameter max_pos=6)  
(
    input wire clk,reset,
    input wire en,  
    input wire dir,  
    input wire tick,     
    output reg [2:0] pos  
    );
    always @(posedge clk or posedge reset) begin
        if(reset)
            pos <= 0; 
        else if (tick && en) begin
                if(dir) begin
                    if(pos==max_pos)
                        pos<=0;
                    else
                        pos <= pos+1;    
                end else begin 
                        if(pos==0)
                            pos <= max_pos;  
                        else 
                            pos <= pos -1;    
                    end        
            end    
    end
endmodule
`timescale 1ns / 1ps
module tick_generator
#(parameter N=4)
(
    input wire clk,reset,
    output reg tick
    );
    reg [N-1:0] count_reg;
    wire [N-1:0] count_next;
    always @(posedge clk or posedge reset) begin
        if(reset) begin
            count_reg <= 0;
            tick<=0;
        end else if (count_next == 0) begin
            tick <= 1;
            count_reg <=0;
        end else begin
            tick <= 0;
            count_reg <= count_next;
        end
    end    
    assign count_next = count_reg +1;
endmodule
`timescale 1ns / 1ps
module disp_mux
#(parameter N=4)
(    
    input wire clk,reset,
    input wire [7:0] in3,in2,in1,in0,   
    input wire [3:0] dp_in,             
    output reg [3:0] an,                
    output reg [7:0] sseg               
    );
    reg [N-1:0] q_reg;
    wire [N-1:0] q_next;
    always @(posedge clk or posedge reset)
        if(reset)
            q_reg<=0;
        else 
            q_reg <= q_next;
    assign q_next = q_reg +1;
    wire [1:0] sel;
    assign sel = q_reg[N-1:N-2];
    always @* begin
        case(sel)
            2'b00: begin
                an = 4'b1110;       
                sseg = in0;
                sseg[7] = ~dp_in[0];  
            end
            2'b01: begin
                an = 4'b1101;       
                sseg = in1;
                sseg[7] = ~dp_in[1];
            end
            2'b10: begin
                an = 4'b1011;       
                sseg = in2;
                sseg[7] = ~dp_in[2];
            end
            default: begin
                an = 4'b0111;       
                sseg = in3;
                sseg[7] = ~dp_in[3];
            end
        endcase
    end
endmodule
==> flow/run.sh <==
#!/bin/bash
# OpenROAD 26Q1-2900-gdf79404cd8, Yosys 0.63+post, stock flow scripts
make -C /OpenROAD-flow-scripts/flow DESIGN_CONFIG=/design/flow/config.mk WORK_HOME=/design/flow/orfs finish
==> flow/config.mk <==
export PLATFORM = sky130hd
export DESIGN_NAME = rotating_banner
export DESIGN_NICKNAME = rotating_banner
export VERILOG_FILES = /design/flow/design.v
export SDC_FILE = /design/flow/constraint.sdc
export NUM_CORES = 4
export LEC_CHECK = 1
export CORE_AREA = 10 10 88 88
export DIE_AREA = 0 0 98 98
==> flow/constraint.sdc <==
current_design rotating_banner

set clk_period 2.5
set clk_io_pct 0.2

create_clock -name clk0 -period $clk_period [get_ports {clk}]

set non_clock_inputs [all_inputs -no_clocks]
set_input_delay [expr $clk_period * $clk_io_pct] -clock clk0 $non_clock_inputs
set_output_delay [expr $clk_period * $clk_io_pct] -clock clk0 [all_outputs]
==> summary.txt <==
Entry: Yosys synthesis followed by OpenROAD place and route.

STA:
- The run gives the number of max-slew violations in the final report as 0.
- Subtracting the final worst setup slack from the clock period gives 2.54 ns.
- The run puts the maximum frequency from static timing analysis at 393 MHz.
- The run gives the worst setup skew after layout as 0.00368 ns.
- The run puts the final count of negative-setup-slack endpoints at 2.
- Setup repair after global routing could not meet its margin everywhere.
- The run puts the worst setup margin at -0.0448 ns.
- The run gives the fraction of the cycle the final worst path needs as 102%.
- The final hold violation count recorded for this run is 0.

Min path:
- STA shows the worst min-delay path finishing at display_unit.q_reg[0].
- The run gives the origin of the worst min-delay path as display_unit.q_reg[0].
- The run gives the type of the worst min-delay path as reg -> reg.
- The run gives the cell count of the worst hold path as 1.

Clocking:
- CTS built an H-tree with a depth of 1.
- Per the TritonCTS log, the buffer count is 3.
- The skew report gives the latency at the later pin of the worst-skew pair as 0.24 ns.
- The run gives the number of sinks driven by the clock tree as 12.
- The tree is rooted in a clkbuf_8.
- The run gives the deepest clock path buffer count as 2.
- For reference, the clock transition at the flip-flops on the worst setup and hold paths is 0.05 ns.
- The run puts the total of hold buffers inserted after clock tree synthesis at 0.
- TritonCTS built the clock tree.

Critical path:
- The critical path maximum fanout is 4.
- On the critical path, the stage with the largest delay is an instance of or4b_1.
- The worst setup path is launched from a flop.
- STA classifies the critical path endpoint as an output port.
- The run gives the data required time of the worst path as 2.00 ns.
- Looking at the reg2reg group, the worst path ends at scroll_controller.pos[1].
- Looking at the reg2reg group, the worst path starts from scroll_controller.pos[1].
- The run gives the longest individual stage delay on the worst path as 0.47 ns.
- Logic depth along the worst register-to-register path is recorded as 7.
- STA reports a reg2reg setup slack of 0.85 ns.
- For reference, the critical path is launched at scroll_controller.pos[1].
- The run gives the arrival time reported for the critical path endpoint as 2.04 ns.
- Per STA, the worst path is made up of buf_6 -> ha_4 -> buf_6 -> or4b_1 -> a21oi_1 -> a21oi_1 -> o211ai_1 -> buf_2.
- The run gives the category of the most critical setup path as reg -> out.

Power and ir drop:
- The run gives the switching portion of total power as 31.8%.
- The run gives the switching power of the nets as 0.000254 W.
- The run puts the part of the total power dissipated in the clock network at 26.2%.
- In the power breakdown, the internal column shows 0.000543 W.
- The run gives the part of the total power dissipated in combinational logic as 48.2%.
- The run puts the portion of total power attributed to sequential cells at 25.7%.
- The run gives the highest ir drop seen on vdd as 0.248 mV.
- In this run the power density over the cells is 381 mW/mm2.
- The run puts the total leakage power at 0.890 nW.

Die:
- The run gives the height of the die as 98 um.
- The run puts the area of the core at 0.00592 mm2.
- The run gives the area of the die as 0.00960 mm2.
- The run puts the number of top-level pins at 16.
- The run puts the total number of placement rows at 28.
- From left edge to right edge, the die measures 98 um.
- Before placement the cells fill 23.1% of the core.

Routing:
- The run gives the number of DRC markers in iteration 0 as 72.
- The routed layout reports a DRC error count of 0.
- The final antenna diode tally reported by the flow is 0.
- In the routed layout, each cell is associated on average with a via count of 5.03.
- Per the detail_route report, the via count comes to 1458.
- The run gives the post-detailed-route wirelength per cell as 14.2 um.
- The run gives the final wirelength as 4130 um.
- The pre-antenna-repair detailed-routing pass consisted of 5 iterations.
- The run gives the tally of nets with antenna violations remaining after routing as 0.

Global routing:
- The run puts the aggregate global routing overflow at 0.
- The run gives the largest net degree at the start of global routing as 18.
- The via count of the first global-routing pass is 1421.
- The run gives the global router's overall resource usage as 8.33%.
- The run puts the number of antenna violations at the first check in global routing at 0.
- The run puts the first-pass GRT wire length at 7040 um.

Placed design:
- The run gives the number of I/O port buffers as 14.
- The run puts the placer congestion estimate at 0.956.
- The run gives the post-placement worst setup slack as -0.128 ns.
- The run gives the count of placed standard cells including taps as 276.
- Summed over all nets, the half-perimeter wirelength after detailed placement is 2970 um.

Synthesis:
- The run gives the post-synth tally of flip-flops with integrated enable as 0.
- Per the post-synthesis report, the number of cells in the design is 166.
- The number of different library cells used by synthesis comes to 52.
- The run gives the mean cell area of the mapped netlist as 8.22 um2.
- In the post-synthesis netlist, the biggest area contributors are dfrtp_1, ha_1, o21ai_0.
- The run gives the share of synthesized cell area in and, or, nand and nor gates as 19.7%.
- The run puts the post-synthesis register bit count at 12.
- Yosys shows that the main logic family after synthesis is AND-OR/OR-AND gates.
- The run gives the xor/xnor cell area share of the yosys netlist as 7.06%.
- The run puts the number of warnings reported in the yosys synthesis log at 5.
- The run puts the synthesis area per yosys at 0.00137 mm2.
- The run gives the most common flop cell mapped by yosys as dfrtp_1.
- The run gives the aoi/oai-family share of the synthesized area as 29.8%.
- Measured against the total synthesized area, the mux share comes to 3.30%.
- The run puts the arithmetic-cell share of the synthesized area counting full adders, half adders and majority gates at 10.1%.
- The run gives the post-synth design cell area as 0.00137 mm2.
- In the synthesized netlist the async set-or-reset flop fraction comes to 100%.
- The largest total area in the synthesized netlist belongs to dfrtp_1.
- For this run, the register share of the synthesized area comes to 22.0%.
- The run gives the total cells reported by yosys after synthesis as 166.
- In the synthesized netlist, the cells that appear most often are nor2_1, dfrtp_1, ha_1, nand2_1, o21ai_0.
- The run puts the portion of synthesized cell area occupied by the leading cell type at 22.0%.
- Yosys instantiated no cell more often than nor2_1.

Job:
- The run puts the tally of max-capacitance violations at 0.
- The run gives the warning total across the stage logs as 34.

Final layout:
- The run puts the number of cells in the finished layout apart from fillers at 290.
- The run gives the fraction of final layout cells with drive strength greater than 1 as 39.1%.
- The run puts the synthesis-to-layout area growth at 53.4%.

Run status:
- The flow ran to the end, but the final reports show violations.
- The final reports fail on setup timing.
==> metal layers <==
layer / vias up / wire length, um / track usage, %
li1: 708 / - / -
met1: 706 / 1960 / 11.7
met2: 40 / 1980 / 14.1
met3: 4 / 152 / 0.925
met4: 0 / 29 / 0.447
met5: - / 0 / 0
==> cell type report <==
cell class,instances,area (um2)
clock buffers,4,55.1
fillers,573,3830
inverters,8,35.0
multi-input cells,132,1120
flip-flops and latches,12,304
well taps,75,93.8
repair buffers,59,488
==> cell families after synthesis <==
family,after synthesis
compound gates,57
simple gates,51
buf+inv,22
flops,12
fa+ha+maj,11
xor+xnor,8
mux,4
other cells,1
==> repair_timing <==
| item | in CTS | in global routing |
|---|---|---|
| endpoints found under the hold margin | 0 | 0 |
| resized | 56 | 12 |
| buffers inserted | 8 | 2 |
| pin swaps | 18 | 10 |
| endpoints found under the setup margin | 7 | 7 |
==> how the worst max path moves through the flow <==
stage         endpoint  slack, ns
finish         sseg[2]      -0.04
CTS            sseg[5]      -0.08
global route   sseg[2]      -0.12
==> critical path, delay by kind of cell (launching register included) <==
family                     cells  cell delay, ns
and+or+nand+nor                1            0.47
DFF                            1            0.45
buffers and inverters          3            0.36
AOI/OAI and AO/OA              3            0.36
adders and majority gates      1            0.16
==> cells in the final DEF, fill, tap and decap left out, types with 6 or more instances in the layout <==
cell / n
clkdlybuf4s50_1: 7
buf_4: 34
ha_4: 6
nor2_1: 13
inv_1: 6
buf_6: 11
dfrtp_1: 9
nand2b_1: 6
nand2_1: 11
o21ai_0: 9
a21oi_1: 10
==> through the flow <==
stage	hold WS (ns)	power, W	setup TNS (ns)	instance area, um2	util [%]
after global placement	0.447	0.000512	-0.803	1790	30.2
after CTS	0.462	0.000780	-0.161	2050	34.6
final	0.455	0.000797	-0.0588	2090	35.4
after global routing	0.490	0.000844	-0.366	2090	35.4
after detailed placement	0.452	0.000512	-0.805	1790	30.2
after floorplan	0.365	0.000376	0	1370	-
==> power groups by stage <==
stage	registers [W]	clock network, W	logic, W
finish	0.000205	0.000209	0.000384
CTS	0.000204	0.000215	0.000361
global route	0.000205	0.000224	0.000415
Power and IR drop assume default switching activity.
