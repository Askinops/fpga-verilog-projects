## ./design.v

```verilog
`timescale 1ns / 1ps
module stop_watch_cascade
#(parameter DVSR = 5000000)   
(
    input wire clk,           
    input wire go,            
    input wire clr,           
    output wire [3:0] d2,     
    output wire [3:0] d1,     
    output wire [3:0] d0      
);
    reg [22:0] ms_reg = 0;
    wire [22:0] ms_next;
    wire ms_tick;
    reg [3:0] d0_reg = 0, d1_reg = 0, d2_reg = 0;
    wire [3:0] d0_next, d1_next, d2_next;
    wire d0_tick, d1_tick;
    wire d0_en, d1_en, d2_en;
    assign ms_next = (clr || (ms_reg == DVSR && go)) ? 23'd0 :
                     (go) ? ms_reg + 1 : ms_reg;
    assign ms_tick = (ms_reg == DVSR) ? 1'b1 : 1'b0;
    assign d0_en = ms_tick;
    assign d0_tick = (d0_reg == 9);
    assign d1_en = ms_tick & d0_tick;
    assign d1_tick = (d1_reg == 9);
    assign d2_en = ms_tick & d0_tick & d1_tick;
    assign d0_next = (clr || (d0_en && d0_reg == 9)) ? 4'd0 :
                     (d0_en) ? d0_reg + 1 : d0_reg;
    assign d1_next = (clr || (d1_en && d1_reg == 9)) ? 4'd0 :
                     (d1_en) ? d1_reg + 1 : d1_reg;
    assign d2_next = (clr || (d2_en && d2_reg == 9)) ? 4'd0 :
                     (d2_en) ? d2_reg + 1 : d2_reg;
    always @(posedge clk) begin
        ms_reg <= ms_next;
        d0_reg <= d0_next;
        d1_reg <= d1_next;
        d2_reg <= d2_next;
    end
    assign d0 = d0_reg;
    assign d1 = d1_reg;
    assign d2 = d2_reg;
endmodule
```

## ./run.sh

```bash
#!/bin/bash
# OpenROAD 26Q1-2900-gdf79404cd8, Yosys 0.63+post, stock flow scripts
make -C /OpenROAD-flow-scripts/flow DESIGN_CONFIG=/design/flow/config.mk WORK_HOME=/design/flow/orfs finish
```

## ./config.mk

```make
export PLATFORM = sky130hd
export DESIGN_NAME = stop_watch_cascade
export DESIGN_NICKNAME = stop_watch_cascade
export VERILOG_FILES = /design/flow/design.v
export SDC_FILE = /design/flow/constraint.sdc
export NUM_CORES = 4
export LEC_CHECK = 1
export CORE_AREA = 10 10 103 103
export DIE_AREA = 0 0 113 113
```

## ./constraint.sdc

```tcl
current_design stop_watch_cascade

set clk_period 4.9
set clk_io_pct 0.2

create_clock -name clk0 -period $clk_period [get_ports {clk}]

set non_clock_inputs [all_inputs -no_clocks]
set_input_delay [expr $clk_period * $clk_io_pct] -clock clk0 $non_clock_inputs
set_output_delay [expr $clk_period * $clk_io_pct] -clock clk0 [all_outputs]
```

==> flow_metrics.tcl <==
# implementation run metrics
set metrics [dict create \
    status "finished, final reports clean" \
    switchingPower_mw 0.102 \
    end_kind "flip-flop" \
    edf_count 0 \
    slowest_stage "or4b_2" \
    clock_sinks 35 \
    holdBufCountCts 0 \
    core-area_um2 8300 \
    synth_cell_types 33 \
    dpl.hpwl_um 2670 \
    grt.total_usage_pct 6.16 \
    die_w_um 113 \
    cts_root_buf "clkbuf_8" \
    antenna_left 0 \
    max-slew-margin-rel_pct 52.7 \
    r2r_cells 6 \
    cts_setup_buffers 0 \
    ys.warnings.count 1 \
    warning_count 29 \
    grt_pass1_vias 1410 \
    setup_viol 0 \
    ys_seq_share_pct 38.3 \
    pwr-share-clk_pct 38.5 \
    numSynthFlops 35 \
    mux_area_share_pct 0 \
    routed_wl_um 3870 \
    xor_share_pct 4.30 \
    syn_avg_cell_area_um2 8.36 \
    yosys_area_um2 1830 \
    start_kind "primary input" \
    p_total_mw 0.486 \
    required_ns 5.11 \
    hold_end "d0_reg[3]" \
    compound_area_share_pct 16.8 \
    rsz0062_at_grt "false" \
    period_minus_slack_ns 2.98 \
    cts_resized 0 \
    max_freq_ghz 0.335 \
    top_cells_by_area "dfxtp_1 (38%), a21oi_1 (7.4%), or4_1 (6.1%), ha_1 (5.5%), o21ai_0 (4.1%)" \
    synth_stat.cells 219 \
    h-tree-depth 2 \
    finalHoldViolations 0 \
    synthesis.area_um2 1830 \
    syn2layout_area_growth_pct 15.8 \
    via_per_inst 4.76 \
    combPwrFrac_pct 2.5 \
    nFillCells 874 \
    ios 15 \
    firstDrtPassIters 4 \
    yosys.area_share.simple_pct 30.2 \
    critPathTopFamily "simple AND/OR/NAND/NOR gates" \
    p_int_mw 0.385 \
    portBuffers 14 \
    netlist_instances 219 \
    r2r-end "d1_reg[0]" \
    fin_tns_setup_ns 0 \
    routedWlPerCell_um 11.7 \
    largest_reg_flops 23 \
    synthArstFlopShare_pct 0 \
    flop_cell "dfxtp_1" \
    finalMaxSlewViolations 0 \
    placed_area_um2 2050 \
    drtIter0Drc 102 \
    grt_util_met1_pct 8.82 \
    switching_share_pct 20.9 \
    whs_path_depth 2 \
    crit_path_max_fanout 9 \
    fin_skew_ns 0.00388 \
    drive_gt1_share_pct 3.52 \
    worstMarginPinSlew_ns 0.709 \
    finalInstanceArea_um2 2120 \
    fp_util_pct 22.1 \
    crit_start "go" \
    min_from "d0_reg[3]" \
    antenna_found_initial 0 \
    grt_use_met2_pct 9.14 \
    path_buffers 1 \
    cts_tree "built" \
    drc_errors 0 \
    reg2reg_slack_ns 2.09 \
    hp-class "flip-flop to flip-flop" \
    ir_worst_vdd_v 0.0000800 \
    power_frac_seq_pct 59.0 \
    yosysTopAreaCell "dfxtp_1" \
    grt.overflow.total 0 \
    clock_latency_ns 0.28 \
    vias 1580 \
    dieHeight_um 113 \
    powerDensity_nw_per_um2 229 \
    cp_cell_sequence "clkdlybuf4s50_1 -> and4_1 -> or4b_2 -> or3_1 -> a21oi_1" \
    top_cells_by_count "dfxtp_1 (35), a21oi_1 (27), o21ai_0 (15), or4_1 (15), nor2_1 (12)" \
    grt_use_met3_pct 1.87 \
    clock_path_buffers 2 \
    crit_type "primary input to flip-flop" \
    synth_top_area_share_pct 38.3 \
    max_stage_delay_ns 0.71 \
    p_leak_nw 0.624 \
    dieArea_um2 12800 \
    logic_family "simple AND/OR/NAND/NOR gates" \
    fa_ha_area_share_pct 5.46 \
    worstReg2RegStart "ms_reg[0]" \
    antennaDiodeCount 0 \
    gp_congestion 0.835 \
    busiest_layer "met2" \
    grt_max_degree 27 \
    synth_top_cell_by_count "dfxtp_1" \
    period_used_pct 60.9 \
    cts-buffers-inserted 5 \
    crit_arrival_ns 3.19 \
    drv_cap 0 \
    rows 33 \
    clk_pin_slew_ns 0.07 \
    grt_first_pass_wirelength_um 6870 \
]
==> metal layers <==
layer / vias up / wire length, um
met5: - / 0
met4: 0 / 48
met3: 4 / 194
li1: 820 / -
met2: 23 / 1630
met1: 733 / 2000
==> worst max-delay path by stage <==
stage,to,slack (ns),cells after the start
4_1_cts,ms_reg[17],1.93,5
5_1_grt,ms_reg[17],1.81,5
6_report,ms_reg[21],1.92,5
==> through the flow <==
step	setup WS, ns	util (%)	std cells	hold slack (ns)
after floorplan	2.09	-	219	0.447
after global placement	1.72	24.7	326	0.466
after detailed placement	1.67	24.7	326	0.472
after CTS	1.93	25.6	332	0.495
after global routing	1.81	25.6	332	0.515
final	1.92	25.6	332	0.488
==> cell usage in the layout, fill, tap and decap left out, types with 5 or more instances in the layout <==
| cell type | count |
|---|---|
| dfxtp_1 | 35 |
| a21oi_1 | 27 |
| or4_1 | 15 |
| o21ai_0 | 15 |
| clkdlybuf4s50_1 | 14 |
| nor2_1 | 12 |
| nand2_1 | 11 |
| nand3_1 | 11 |
| inv_1 | 10 |
| or3_1 | 9 |
| o31ai_1 | 9 |
| nand4_1 | 8 |
| ha_1 | 8 |
| xor2_1 | 5 |
| clkbuf_8 | 5 |
==> cell type report <==
cell class              count  area (um^2)  area share, %
multi-input cells         162         1040           49.0
clock buffers               6         72.6           3.42
well taps                 105          131           6.19
repair buffers             14          140           6.60
inverters                  10         37.5           1.77
flip-flops and latches     35          701           33.0
==> cells by family (layout without fill, tap and decap cells) <==
logic type,after synthesis,in the layout
compound gates,55,55
xor+xnor,9,9
simple gates,90,90
flops,35,35
fa+ha+maj,8,8
buf+inv,22,30
==> tightest hold or removal path: cells and delay by family (launching register included) <==
kind,cells,cell delay [ns]
AND-OR/OR-AND,2,0.11
flip-flops,1,0.33
==> power by group through the flow <==
stage	Sequential, mW	Clock, mW	Combinational (mW)
6_report	0.287	0.187	0.0124
4_1_cts	0.287	0.195	0.0125
5_1_grt	0.287	0.212	0.0140
Power and IR drop assume default switching activity.
